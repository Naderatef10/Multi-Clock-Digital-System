### /design/flow/design.v
module ALU(
input wire   [7:0] A,  
input wire   [7:0] B,  
input wire   [3:0] ALU_FUN,  
input wire CLK,
input wire RST,
input wire Enable,
output reg [15:0]ALU_OUT,  
output reg OUT_VALID
);
reg [15:0]ALU_OUT_COMB;
always @ (*)
begin 
ALU_OUT_COMB =0;
case (ALU_FUN)
4'b0000:    begin 
             ALU_OUT_COMB = A+B;
             end 
4'b0001: 	begin 
			ALU_OUT_COMB = A-B;
			end 
4'b0010: 	begin 
			ALU_OUT_COMB = A*B;
			end 
4'b0011: 	begin 
			ALU_OUT_COMB = A/B;
			end 
4'b0100: 	begin 
			ALU_OUT_COMB = A&B;
			end 
4'b0101: 	begin 
			ALU_OUT_COMB = A|B;
			end 
4'b0110: 	begin 
			ALU_OUT_COMB = ~(A&B);
			end 
4'b0111: 	begin 
			ALU_OUT_COMB = ~(A|B);
			end 
4'b1000: 	begin 
			ALU_OUT_COMB = A^B;
			end 
4'b1001:	begin 
			ALU_OUT_COMB = A~^B;
			end 
4'b1010: 	begin 
		if(A == B)
		begin
			ALU_OUT_COMB = 1;
		end
		else
		begin 
			ALU_OUT_COMB = 0;
		end 
			end 
4'b1011: 	begin 
		if(A > B)
        begin
            ALU_OUT_COMB = 2;
        end
        else
        begin 
			ALU_OUT_COMB = 0;
        end 
			end 
4'b1100: 	begin 
        if(A < B)
        begin
            ALU_OUT_COMB = 3;
        end
        else
        begin 
			ALU_OUT_COMB = 0;
        end 
			end 
4'b1101: 	begin 
			ALU_OUT_COMB = A >> 1;
			end 
4'b1110: 	begin 
			ALU_OUT_COMB = A << 1;
			end 
default : 
			begin
			ALU_OUT_COMB =0;
			end 
endcase 
end 
always @(posedge CLK )
begin
	if(!RST)
	begin
	ALU_OUT <= 0;
	OUT_VALID <= 0;
	end 
	else if (Enable)
	begin 
    ALU_OUT <= ALU_OUT_COMB;
    OUT_VALID <= 1'b1;
	end 
	else
	begin 
	OUT_VALID <= 0;
	end 
end
endmodule 
### /design/flow/run.sh
#!/bin/bash
# OpenROAD 26Q1-2900-gdf79404cd8, Yosys 0.63+post, stock flow scripts
make -C /OpenROAD-flow-scripts/flow DESIGN_CONFIG=/design/flow/config.mk WORK_HOME=/design/flow/orfs finish
### /design/flow/config.mk
export PLATFORM = sky130hd
export DESIGN_NAME = ALU
export DESIGN_NICKNAME = ALU
export VERILOG_FILES = /design/flow/design.v
export SDC_FILE = /design/flow/constraint.sdc
export NUM_CORES = 4
export LEC_CHECK = 1
export CORE_UTILIZATION = 30
### /design/flow/constraint.sdc
current_design ALU

set clk_period 24.4
set clk_io_pct 0.2

create_clock -name clk0 -period $clk_period [get_ports {CLK}]

set non_clock_inputs [all_inputs -no_clocks]
set_input_delay [expr $clk_period * $clk_io_pct] -clock clk0 $non_clock_inputs
set_output_delay [expr $clk_period * $clk_io_pct] -clock clk0 [all_outputs]
==> flow_metrics.tcl <==
# place-and-route summary
set metrics [dict create \
    antenna_found_initial 0 \
    cts_buffer_depth 2 \
    synth_area_sq_mm 0.00970 \
    clkTransAtPathRegs_ns 0.06 \
    skew_ns 0 \
    top_cells_by_area "ha_1, fa_1, nor2_1" \
    report.final.hold_viol_count 0 \
    ys_seq_share 0.0351 \
    yosys_warnings 1 \
    cpMostUsedCell "buf_4" \
    critPathKind "input port to flip-flop" \
    setup_viol_count_final 3 \
    placed_cells 2005 \
    wire_per_inst_um 16.1 \
    cts_sinks 17 \
    fin_crit_sh 1.20 \
    grt_max_degree 35 \
    edf_count 0 \
    yosysChipArea_sq_mm 0.00970 \
    worstPathMaxFanout 7 \
    min_period_ns 29.29 \
    drv_cap 0 \
    warnings 47 \
    firstDrtPassIters 5 \
    leakagePower_uw 0.00675 \
    crit_slowest_cell "or4b_4" \
    critPathArrivalTime_ns 29.44 \
    num_rows 65 \
    violations "negative setup slack" \
    io_buffer_count 39 \
    via_count 11000 \
    grt_pass1_wl_um 54200 \
    initCoreUtil 0.306 \
    drt_wl_total_um 33900 \
    holdWs_ns 0.609 \
    post-route-util 0.449 \
    drc_errors 0 \
    dieArea_sq_mm 0.0331 \
    layoutNonFillerInstCount 2110 \
    ys_cells 1291 \
    grt_overflow 0 \
    die_x_um 182 \
    core_region_area_sq_mm 0.0317 \
    finalMaxSlewViolations 0 \
    async_flop_share 0 \
    critical-path-max-stage-delay_ns 0.54 \
    end_kind "flip-flop" \
    layout-drive-gt1-share 0.350 \
    worstMarginPinSlew_ns 0.723 \
    dp_hpwl_um 25900 \
    grt_pass1_vias 10400 \
    antenna_cells 0 \
    outcome "finished, violations left" \
    grt_usage 0.207 \
    finalSetupTns_ns -9.84 \
    finalWorstSetupSlack_ns -4.89 \
    cp-start-kind "input port" \
    top_cell_area_share 0.209 \
    peakVddDrop_v 0.000432 \
    gp_congestion 0.933 \
    yosysTopAreaCell "ha_1" \
    synth.top_cells.by_count "ha_1, nor2_1, inv_1, nand2_1, a21oi_1" \
    tritoncts "built" \
    total_power_uw 2270 \
    num_io_pins 40 \
    viasPerCell 5.23 \
    top_cell "ha_1" \
    cts_inserted_buffers 3 \
    synth_cell_types 110 \
    worst_skew_pair.late_latency_ns 0.27 \
    die_h_um 182 \
    clockRootBuffer "clkbuf_16" \
    numSynthFlops 17 \
    min_path_cells 2 \
    syn2layout_area_growth_pct 46.8 \
    postSynthCellCount 1291 \
    relSlewSlack 0.517 \
    flop_cell "dfxtp_1" \
    hold_path.class "flip-flop to flip-flop" \
    h-tree-depth 1 \
    avgSynthCellArea_sq_um 7.51 \
    max_freq_mhz 34.1 \
    r2r_cells 5 \
    power_density_mw_per_mm2 159 \
    cp.required_ns 24.55 \
    ant_nets 0 \
    rsz0062_at_grt "yes" \
    drt-initial-drc-count 671 \
]
==> logic make-up (layout without fill, tap and decap cells) <==
| family | Yosys count | after routing | share of synthesized area |
|---|---|---|---|
| fa+ha+maj | 200 | 200 | 0.287 |
| other cells | 1 | 8 | 0.000387 |
| xor+xnor | 57 | 57 | 0.0530 |
| compound gates | 365 | 365 | 0.276 |
| flops | 17 | 17 | 0.0351 |
| mux | 45 | 45 | 0.0520 |
| simple gates | 449 | 449 | 0.232 |
| buf+inv | 157 | 567 | 0.0642 |
==> per-layer routing <==
metal | up-vias | GRT usage | wire [um]
li1 | 5521 | - | -
met1 | 5197 | 0.310 | 16800
met2 | 271 | 0.326 | 14900
met4 | 0 | 0.0254 | 488
met3 | 45 | 0.0282 | 1790
met5 | - | 0 | 0
==> flip-flops by register name, indices dropped and copies added, names as in the netlist <==
| signal | flops |
|---|---|
| OUT_VALID | 1 |
| ALU_OUT | 16 |
==> critical path, delay by kind of cell <==
family	cells	cell delay, ns
buffers and inverters	27	3.36
multiplexers	8	2.33
adder cells (fa/ha/maj)	14	3.43
AND/OR/NAND/NOR	27	5.23
AND-OR/OR-AND	57	10.18
==> through the flow <==
stage          instance area (sq um)  setup slack, ns
6_report                       14200            -4.89
5_1_grt                        14200            -5.97
4_1_cts                        13900            -4.29
3_5_place_dp                   13100            -5.76
3_3_place_gp                   13100            -5.25
2_1_floorplan                  10100            -5.46
==> where the power goes <==
group	internal (uW)	leakage, uW	switching [uW]
combinational	1180	0.00657	1020
sequential	30.2	0.000139	2.35
clock	22.1	0.0000409	14.5
total	1230	0.00675	1040
==> area by class of cell <==
type | count | area [sq um]
fillers | 3008 | 17500
multi-input cells | 1124 | 9400
repair buffers | 451 | 3490
well taps | 402 | 503
inverters | 112 | 428
flip-flops and latches | 17 | 340
clock buffers | 3 | 75.1
clock inverters | 1 | 5.00
==> worst paths after layout <==
check,from,to,slack [ns]
setup / recovery,B[0],ALU_OUT[0]$_SDFFE_PN0P_,-4.89
hold / removal,ALU_OUT[3]$_SDFFE_PN0P_,ALU_OUT[3]$_SDFFE_PN0P_,0.61
setup reg to reg,ALU_OUT[1]$_SDFFE_PN0P_,ALU_OUT[1]$_SDFFE_PN0P_,23.25
hold reg to reg,ALU_OUT[3]$_SDFFE_PN0P_,ALU_OUT[3]$_SDFFE_PN0P_,0.61
==> placed cells by master (no fill, tap or decap), drive strengths merged, types with 8 or more instances in the layout <==
master / Yosys / routed
dfxtp: 17 / 17
o21bai: 17 / 17
nand2b: 19 / 19
o31ai: 20 / 20
a31oi: 12 / 12
inv: 110 / 108
or2: 14 / 14
nor2: 141 / 141
o21a: 45 / 45
or3: 13 / 13
nand3: 15 / 15
a21o: 12 / 12
and2: 23 / 23
clkdlybuf4s50: 0 / 33
nand2: 110 / 110
buf: 16 / 414
nor3: 57 / 57
ha: 162 / 162
nor4: 15 / 15
o22ai: 16 / 16
o21ai: 63 / 63
nand4: 10 / 10
mux2i: 14 / 14
a211oi: 14 / 14
a21oi: 80 / 80
xor2: 22 / 22
fa: 38 / 38
nor2b: 14 / 14
xnor2: 35 / 35
mux2: 31 / 31
conb: 1 / 8
a22oi: 8 / 8
==> timing repair <==
action                     CTS  global route
hold endpoints to repair     0             0
setup buffers               73            29
resized                     51            25
hold buffers                 0             0
pin swaps                   75            60
setup endpoints to repair    3             3
Power is estimated from default activity; no workload was simulated.
