### /design/flow/config.mk
export PLATFORM = sky130hd
export DESIGN_NAME = CTRL_TOP
export DESIGN_NICKNAME = CTRL_TOP
export VERILOG_FILES = /design/flow/design.v
export SDC_FILE = /design/flow/constraint.sdc
export NUM_CORES = 4
export LEC_CHECK = 1
export CORE_UTILIZATION = 40
### /design/flow/constraint.sdc
current_design CTRL_TOP

set clk_period 1.9
set clk_io_pct 0.2

create_clock -name clk0 -period $clk_period [get_ports {clk}]

set non_clock_inputs [all_inputs -no_clocks]
set_input_delay [expr $clk_period * $clk_io_pct] -clock clk0 $non_clock_inputs
set_output_delay [expr $clk_period * $clk_io_pct] -clock clk0 [all_outputs]
### /design/flow/design.v
module CTRL_RX
#(
parameter ADDR_WIDTH = 4,
parameter OPERAND_WIDTH = 16
)
(
input wire RX_D_VLD,
input wire [7:0]RX_P_DATA,
input wire [OPERAND_WIDTH-1:0] ALU_OUT,
input wire ALU_OUT_valid,
input wire clk,
input wire rst, 
input wire [7:0]Rd_D,
input wire Rd_D_Vld,
output reg CLK_Gate_EN,
output reg [3:0]FUN,
output reg EN,
output reg [ADDR_WIDTH-1:0]ADDR,
output reg RdEn,
output reg WrEn,
output reg [7:0]Wr_Data,
output reg CLK_DIV_EN,
output reg [7:0] RF_SEND_TX,
output reg RF_SEND_TX_FLAG,
output reg [15:0] ALU_OUT_LATCHED,
output reg ALU_SEND_FLAG
);
localparam [3:0]IDLE = 4'b0000;
localparam [3:0]WRITE_CMD_RF_S = 4'b0001 ;
localparam [3:0]WRITE_ADDR_RF_S = 4'b0010 ;
localparam [3:0]WRITE_DATA_RF_S = 4'b0011;
localparam [3:0]READ_ADDR_RF_S = 4'b0101;
localparam [3:0]ALU_WNOP_CMD_S = 4'b0110;
localparam [3:0]ALU_WNOP_FUN_S = 4'b0111;
localparam [3:0]ALU_WOP_OPA_S = 4'b1001;
localparam [3:0]ALU_WOP_OPB_S = 4'b1010;
localparam [3:0]ALU_WOP_FUN_S= 4'b1011;
localparam [3:0]RF_WAIT_S =  4'b1110;
localparam [3:0]ALU_EXTRA_STATE = 4'b1111;
localparam [7:0] RF_WRITE_CMD = 8'hAA;
localparam [7:0] RF_READ_CMD = 8'hBB;
localparam [7:0] ALU_W_OP_CMD = 8'hCC;
localparam [7:0] ALU_WN_OP_CMD = 8'hDD;
reg [3:0] present_state, next_state;
always @(posedge clk , negedge rst ) begin
if(!rst)
    begin 
        present_state <= IDLE;
    end 
    else 
    begin 
        present_state <= next_state;
    end 
end
reg store_address_RF;
reg store_data_RF;
reg store_alu_data;
reg [7:0] RF_ADD_STORE;
reg [7:0] RF_DATA_STORE;
always @(posedge clk , negedge rst) begin
if(!rst)
begin 
RF_ADD_STORE <= 0;
end 
else if (store_address_RF)
begin 
RF_ADD_STORE <= RX_P_DATA;
end 
end
always @(posedge clk , negedge rst) begin
if(!rst)
begin 
RF_DATA_STORE <= 0;
end 
else if (store_data_RF)
begin 
RF_SEND_TX <= Rd_D ;
end 
end
always @(posedge clk , negedge rst) begin
if(!rst)
begin 
ALU_OUT_LATCHED <=0; 
end 
else if (store_alu_data)
begin 
ALU_OUT_LATCHED <= ALU_OUT;
end 
end
always @(*) begin
case (present_state)
   IDLE : 
                    begin
                                if(!RX_D_VLD)
                                begin 
                                next_state = IDLE;
                                end 
                                else if(RX_P_DATA == RF_WRITE_CMD && RX_D_VLD )
                                begin 
                                next_state = WRITE_ADDR_RF_S;
                                end
                                else if(RX_P_DATA == RF_READ_CMD && RX_D_VLD )
                                begin 
                                next_state = READ_ADDR_RF_S;
                                end 
                                else if(RX_P_DATA == ALU_W_OP_CMD && RX_D_VLD)
                                begin 
                                next_state = ALU_WOP_OPA_S;
                                end
                                else if(RX_P_DATA == ALU_WN_OP_CMD && RX_D_VLD  )
                                begin 
                                next_state = ALU_WOP_FUN_S;
                                end
                                else 
                                begin 
                                next_state = IDLE;
                                end
                    end 
        WRITE_ADDR_RF_S:
                    begin 
                            if(RX_D_VLD)
                            begin 
                            next_state = WRITE_DATA_RF_S;
                            end 
                            else 
                            begin 
                            next_state =  WRITE_ADDR_RF_S;
                            end 
                    end
        WRITE_DATA_RF_S:
                    begin 
                            if(RX_D_VLD)
                                begin 
                                next_state = IDLE;
                                end 
                            else 
                                begin 
                                next_state =  WRITE_DATA_RF_S;  
                                end 
                    end
        READ_ADDR_RF_S:
                    begin
                            if(RX_D_VLD)
                                begin 
                                next_state = RF_WAIT_S;
                                end
                            else
                                begin 
                                next_state = READ_ADDR_RF_S;
                                end  
                    end 
      RF_WAIT_S:
                    begin 
                        if(Rd_D_Vld)
                                begin 
                                next_state = IDLE;
                                end
                        else
                                begin 
                                next_state = RF_WAIT_S;
                                end 
                    end
    ALU_WOP_OPA_S:
                    begin 
                        if(RX_D_VLD)
                                begin
                                next_state = ALU_WOP_OPB_S;
                                end 
                        else 
                                begin 
                                next_state = ALU_WOP_OPA_S;      
                                end 
                    end 
    ALU_WOP_OPB_S:
                    begin 
                        if(RX_D_VLD)
                            begin 
                            next_state = ALU_WOP_FUN_S;
                            end
                        else 
                            begin 
                            next_state = ALU_WOP_OPB_S;
                            end 
                    end 
ALU_WOP_FUN_S:
begin 
                            if(RX_D_VLD)
                                begin 
                                next_state = ALU_EXTRA_STATE;
                                end 
                            else 
                                begin 
                                next_state = ALU_WOP_FUN_S;
                                end
end 
ALU_EXTRA_STATE:
                        begin 
                            if(ALU_OUT_valid)
                                begin
                                next_state = IDLE;
                                end 
                                else 
                                begin 
                                next_state =  ALU_EXTRA_STATE;      
                                end  
                        end 
    default: 
    begin 
    next_state = IDLE; 
    end 
 endcase 
end
always @(*) begin
        CLK_Gate_EN = 0;
        FUN= 4'b0;
        EN= 0 ;
        ADDR=4'b0;
        RdEn= 0 ;
        WrEn= 0;
        Wr_Data= 0;
        CLK_DIV_EN= 1'b1;
        store_address_RF= 1'b0;
        store_data_RF = 1'b0;
        store_alu_data = 1'b0;
        ALU_SEND_FLAG = 1'b0;
        RF_SEND_TX_FLAG = 1'b0;
    case (present_state)
        IDLE:
        begin 
        CLK_Gate_EN = 0;
        FUN= 4'b0;
        EN= 0 ;
        ADDR=4'b0;
        RdEn= 0 ;
        WrEn= 0;
        Wr_Data= 0;
        CLK_DIV_EN= 1'b1;
        end 
        WRITE_ADDR_RF_S:
        begin
        if(RX_D_VLD) 
        begin 
        store_address_RF = 1'b1;
        end 
        else 
        begin 
        store_address_RF = 1'b0;
        end 
        end 
        READ_ADDR_RF_S:
        begin 
        if(RX_D_VLD) 
        begin 
        store_address_RF = 1'b1;
        end 
        else 
        begin 
        store_address_RF = 1'b0;
        end 
        end 
        WRITE_DATA_RF_S:
        begin 
        if(RX_D_VLD) 
        begin 
        Wr_Data = RX_P_DATA;
        ADDR = RF_ADD_STORE;
        WrEn = 1'b1;
        end 
        else 
        begin 
        Wr_Data = RX_P_DATA;
        ADDR = RF_ADD_STORE;
        WrEn = 1'b0;
        end 
        end 
        RF_WAIT_S:
        begin 
        RdEn = 1'b1;
        ADDR = RF_ADD_STORE;
        if(Rd_D_Vld) 
        begin 
        store_data_RF = 1'b1;
        RF_SEND_TX_FLAG = 1'b1;
        end 
        else 
        begin 
        store_data_RF = 1'b0;
        RF_SEND_TX_FLAG = 1'b0;
        end 
        end 
        ALU_WOP_OPA_S:
        begin 
        if(RX_D_VLD) 
        begin 
         WrEn = 1'b1;
         Wr_Data = RX_P_DATA;
         ADDR = 0000_0000;
        end 
        else 
        begin 
        WrEn = 1'b0;
        Wr_Data = RX_P_DATA;
        ADDR = 0000_0000;
        end 
        end 
        ALU_WOP_OPB_S:
        begin 
        if(RX_D_VLD) 
        begin 
         WrEn = 1'b1;
         Wr_Data = RX_P_DATA;
         ADDR = 0000_0001;
        end 
        else 
        begin 
        WrEn = 1'b0;
        Wr_Data = RX_P_DATA;
        ADDR = 0000_0001;
        end 
        end 
        ALU_WOP_FUN_S:
        begin 
        CLK_Gate_EN = 1'b1;
        if(RX_D_VLD) 
        begin 
        FUN = RX_P_DATA;
        EN = 1'b1;
        end 
        else 
        begin 
        FUN = RX_P_DATA;
        EN = 1'b0;
        end 
        end 
        ALU_EXTRA_STATE:
        begin 
        CLK_Gate_EN = 1'b1;
        if(ALU_OUT_valid) 
        begin 
        store_alu_data = 1'b1;
        ALU_SEND_FLAG = 1'b1;
        end 
        else 
        begin 
        store_alu_data = 1'b0;
        ALU_SEND_FLAG = 1'b1;
        end 
        end 
        default: begin
        CLK_Gate_EN = 0;
        FUN= 4'b0;
        EN= 0 ;
        ADDR=4'b0;
        RdEn= 0 ;
        WrEn= 0;
        Wr_Data= 0;
        CLK_DIV_EN= 1'b1;
        store_address_RF= 1'b0;
        store_data_RF = 1'b0;
        store_alu_data = 1'b0;
        ALU_SEND_FLAG = 1'b0;
        RF_SEND_TX_FLAG = 1'b0;
        end 
    endcase
end
endmodule
module CTRL_TOP 
 (
    input wire clk,
    input wire rst,
    input wire [7:0]Rd_D,
    input wire Rd_D_Vld,
    input wire [15:0]ALU_OUT,
    input wire ALU_OUT_valid,
    input wire UART_RX_VLD,
    input wire [7:0]UART_RX_DATA,
    input wire UART_TX_Busy,
    output wire WrEn,
    output wire RdEn,
    output wire [3:0]ADDR,
    output wire CLK_Gate_EN,
    output wire EN,
    output wire [7:0]WR_DATA,
    output wire CLK_DIV_EN,
    output wire [3:0]FUN,
    output wire [7:0]UART_TX_INPUT,
    output wire UART_TX_VALID
);
wire [7:0]RF_SEND_TX;
wire RF_SEND_TX_FLAG;
wire [15:0]ALU_OUT_LATCHED; 
wire ALU_SEND_FLAG;
CTRL_RX CTRL_RX_U0(
.RX_D_VLD(UART_RX_VLD),
.RX_P_DATA(UART_RX_DATA),
.ALU_OUT(ALU_OUT),
.ALU_OUT_valid(ALU_OUT_valid),
.clk(clk),
.rst(rst), 
.Rd_D(Rd_D),
.Rd_D_Vld(Rd_D_Vld),
.CLK_Gate_EN(CLK_Gate_EN),
.FUN(FUN),
.EN(EN),
.ADDR(ADDR),
.RdEn(RdEn),
.WrEn(WrEn),
.Wr_Data(WR_DATA),
.CLK_DIV_EN(CLK_DIV_EN),
.RF_SEND_TX(RF_SEND_TX),
.RF_SEND_TX_FLAG(RF_SEND_TX_FLAG),
.ALU_OUT_LATCHED(ALU_OUT_LATCHED),
.ALU_SEND_FLAG(ALU_SEND_FLAG)
);
CTRL_TX CTRL_TX_U1 (
.clk(clk), 
.rst(rst),
.UART_TX_busy(UART_TX_Busy),
.RF_SEND_TX_FLAG(RF_SEND_TX_FLAG),
.ALU_SEND_FLAG(ALU_SEND_FLAG),
.ALU_OUT_LATCHED(ALU_OUT_LATCHED),
.RF_SEND_TX(RF_SEND_TX),
.P_DATA(UART_TX_INPUT),
.UART_TX_VALID(UART_TX_VALID)
);
endmodule
module CTRL_TX(
input wire clk, 
input wire rst,
input wire UART_TX_busy,
input wire RF_SEND_TX_FLAG,
input wire ALU_SEND_FLAG,
input wire [15:0]ALU_OUT_LATCHED,
input wire [7:0] RF_SEND_TX,
output reg [7:0] P_DATA,
output reg       UART_TX_VALID
);
localparam [2:0] IDLE = 3'b00; 
localparam [2:0] SEND_RD_RF = 3'b01; 
localparam [2:0] SEND_FST_BYTE = 3'b10;
localparam [2:0] SEND_2ND_BYTE = 3'b11;
localparam [2:0] half_alu_delay = 3'b111;
reg [2:0] present_state, next_state;
always @(posedge clk , negedge rst) begin
    if(!rst)
    begin 
    present_state <= 2'b00;
    end 
    else
    begin 
    present_state <= next_state;
    end 
end
always @(*) begin
    case (present_state)
        IDLE: begin 
         if(RF_SEND_TX_FLAG)
         begin 
        next_state = SEND_RD_RF;
         end
         else if(ALU_SEND_FLAG)
         begin 
        next_state = SEND_FST_BYTE;
         end 
         else
         begin 
        next_state = IDLE;
         end 
        end 
        SEND_RD_RF: begin 
        if(!UART_TX_busy)
        begin 
        next_state = SEND_RD_RF;
        end
        else
        begin 
        next_state = IDLE;
        end 
        end 
        SEND_FST_BYTE:begin 
        if(UART_TX_busy)
        begin 
        next_state = half_alu_delay;
        end
        else
        begin 
        next_state = SEND_FST_BYTE ;
        end 
        end 
        half_alu_delay:
        begin
         if(UART_TX_busy)
        begin 
        next_state = half_alu_delay;
        end
        else
        begin 
        next_state = SEND_2ND_BYTE ;
        end 
        end 
        SEND_2ND_BYTE:begin 
        if(UART_TX_busy)
        begin 
            next_state = IDLE;
        end
        else
        begin 
           next_state = SEND_2ND_BYTE ;
        end 
        end 
    endcase
end
always @(*) begin
    P_DATA = 8'b0000_0000;
    UART_TX_VALID = 1'b0;
    case (present_state)
        IDLE:begin 
    P_DATA = 8'b0;
    UART_TX_VALID = 1'b0;
        end 
        SEND_RD_RF:begin
    P_DATA = RF_SEND_TX;
    UART_TX_VALID = 1'b1;
        end 
        SEND_FST_BYTE:begin 
    P_DATA = ALU_OUT_LATCHED[7:0];
    UART_TX_VALID = 1'b1;
        end 
        half_alu_delay: begin
    P_DATA = 8'b0;
    UART_TX_VALID = 1'b0;
        end 
        SEND_2ND_BYTE:begin 
    P_DATA = ALU_OUT_LATCHED[15:8];
    UART_TX_VALID = 1'b1;
        end 
    endcase
end
endmodule
### /design/flow/run.sh
#!/bin/bash
# OpenROAD 26Q1-2900-gdf79404cd8, Yosys 0.63+post, stock flow scripts
make -C /OpenROAD-flow-scripts/flow DESIGN_CONFIG=/design/flow/config.mk WORK_HOME=/design/flow/orfs finish
==> results.txt <==
HPWL Detailed: 3.43 mm
RD Place Congestion: 0.867
CP max FO: 5
post-route ant nets: 0
combinational fraction of design power: 0.204
syn_area_per_cell: 11.5 um2
row cnt: 25
most common cell after layout, fill and taps aside: clkdlybuf4s50_1
FP Util: 0.415
final worst path period share: 1.03
clock tree from TritonCTS: yes
Die ar.: 5180 um2
internal power: 1.52 mW
Final Setup Violations: 6
Cells after Synth: 171
Clock Power Share: 0.267
Synth area leaders: dfrtp_1 40%, mux2_2 17%, edfxtp_1 12%
gr usage total: 0.206
largest net degree at the start of global routing: 33
area leader, netlist: dfrtp_1
Port Buf Inserts: 66
# DRC: 0
Final Non-Filler Cells: 339
failing checks: setup timing
fin worst setup slack: -0.0607 ns
Max clock buf depth: 2
vias post-DR: 1,636
initial antenna violation count: 0
ys cells: 171
share of the synthesized area in the top cell type: 0.396
ys flops: 43
Iteration-0 DRC Markers: 39
fin. max-slew vios: 0
Overflow after GRT: 0
Netlist Area Pre-Place: 1960 um2
Post-Place Worst Slack: -0.0472 ns
Post-DP Area: 2820 um2
share of layout cells above drive strength 1: 0.342
vias in the first global route: 1,740
Worst Clk Skew: 0.00529 ns
Skew-Pair Late Insertion Delay: 0.29 ns
Die Ht: 72.0 um
Sw Pwr: 0.447 mW
status: complete, but fails checks
vias per cell: 4.83
Setup Total Neg Slack: -0.109 ns
switching share of total power: 0.227
Flop pwr share: 0.529
root buffer cell: clkbuf_8
Num CTS Buffers: 5
VDD IR max: 0.280 mV
hold_ws: 0.427 ns
Crit. End Element: output pin
Synth warnings: 2
count of unclocked register or latch pins: 3
max-cap viol count: 0
CP required: 1.52 ns
HP Class: input port to flop
I/O Pins: 68
final-report hold violation count: 0
Finished Cell Area: 3070 um2
placed cell count: 317
clock slew at reported path FFs: 0.07 ns
WS Path Type: flop to output pin
core area: 4720 um2
endpoints left unconstrained: 6
ANT cells: 0
Leak: 1.39 nW
Layout Area Growth over Synthesis: 56.4%
FMAX: 510 MHz
startpoint type of the worst setup path: flop
H-tree Lvls: 2
Final min period: 1.96 ns
Chip Area, Yosys: 1960 um2
OpenROAD warning count: 27
Cell variety after synth: 31
first-pass GRT wire length: 7.89 mm
Worst EP arrival: 1.58 ns
Initial DRT Pass Iterations: 4
wire per inst: 14.0 um
Cell Pwr Density: 642 nW/um2
WL final: 4.75 mm
Top cells excl fill/tap: 44 x clkdlybuf4s50_1, 29 x dfrtp_1, 24 x mux2_2
Die Span X: 72.0 um
RSZ-0062 raised after global routing: true
## cells by family after synthesis
family                 Yosys count  share of synthesized area
AND-OR/OR-AND                   28                     0.0913
buffers and inverters           14                     0.0313
flip-flops                      40                      0.532
latches                          3                     0.0230
multiplexers                    30                      0.172
other                            1                    0.00191
AND/OR/NAND/NOR                 55                      0.148
## flip-flops by register name, indices dropped and copies added (netlist names), named ones only
name / count
CTRL_RX_U0.RF_SEND_TX: 8
CTRL_TX_U1.present_state: 3
CTRL_RX_U0.ALU_OUT_LATCHED: 16
CTRL_RX_U0.RF_ADD_STORE: 4
CTRL_TX_U1.next_state: 3
CTRL_RX_U0.present_state: 7
## synthesized netlist by cell type
cell and instances:
o22ai_1 3, or2_2 1, a22oi_1 9, a21boi_0 1, a31oi_1 2, a21oi_1 3
a21o_1 2, edfxtp_1 8, and3_1 2, o21ai_0 6, clkbuf_1 3, buf_4 2
nand2_1 9, o21ai_1 1, nand3_1 2, nor2b_1 13, dfrtp_1 31, nand2b_1 1
and2_1 6, nand4_1 1, mux2_2 30, o21a_1 1, and4bb_2 1, conb_1 1
dfstp_2 1, or4b_4 1, inv_1 8, nor3_1 2, nor2_1 16, buf_2 1
dlxtn_1 3
## repair_timing
action | CTS | global route
buffers inserted | 12 | 1
endpoints found under the setup margin | 23 | 18
cloned | 1 | 0
resized | 63 | 7
hold buffers | 0 | 0
pin swaps | 11 | 8
## path summary, 6_finish.rpt
path | startpoint | to | slack, ns | cells past startpoint
setup / recovery | CTRL_TX_U1.present_state[0]$_DFF_PN0_ | UART_TX_INPUT[4] | -0.06 | 6
hold / removal | UART_RX_DATA[2] | CTRL_RX_U0.RF_ADD_STORE[2]$_DFFE_PN0P_ | 0.43 | 2
setup reg to reg | CTRL_RX_U0.present_state[3]$_DFF_PN0_ | CTRL_RX_U0.RF_SEND_TX[7]$_DFFE_PP_ | 0.68 | 1
hold reg to reg | CTRL_RX_U0.RF_ADD_STORE[3]$_DFFE_PN0P_ | CTRL_RX_U0.RF_ADD_STORE[3]$_DFFE_PN0P_ | 0.50 | 1
max in group asynchronous | rst | CTRL_RX_U0.present_state[0]$_DFF_PN1_ | 0.99 | 2
min in group asynchronous | rst | CTRL_RX_U0.present_state[3]$_DFF_PN0_ | 0.59 | 2
## worst max-delay path, cell delays in order (launching register included)
cell and delay [ns]:
dfrtp_1 0.40, buf_6 0.14, buf_6 0.12, mux2_4 0.29, a22oi_2 0.15, nor2_1 0.06, buf_2 0.13
## power groups by stage
stage     registers [mW]  clock network (mW)  logic (mW)
4_1_cts             1.04               0.543       0.403
5_1_grt             1.06               0.593       0.437
6_report            1.04               0.526       0.401
## cell type report
type / instances / area (um2)
Clock buffer: 7 / 76.3
Fill cell: 362 / 1660
Multi-Input combinational cell: 114 / 890
Sequential cell: 43 / 1090
Inverter: 8 / 32.5
Clock inverter: 1 / 3.75
Tap cell: 67 / 83.8
Timing Repair Buffer: 99 / 890
## per-layer routing
| metal | global-route usage | up-vias | wire length [um] |
|---|---|---|---|
| met4 | 0.0305 | 0 | 51 |
| li1 | - | 808 | - |
| met1 | 0.281 | 766 | 2070 |
| met5 | 0 | - | 0 |
| met3 | 0.0563 | 5 | 321 |
| met2 | 0.350 | 57 | 2310 |
## through the flow
stage                     utilization  total power, mW
after floorplan                     -             1.23
after global placement          0.596             1.43
after detailed placement        0.596             1.44
after CTS                       0.644             1.99
after global routing            0.649             2.09
final                           0.649             1.97
Power and IR drop assume default switching activity.
