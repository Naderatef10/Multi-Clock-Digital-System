===== flow/run.sh =====
#!/bin/bash
# OpenROAD 26Q1-2900-gdf79404cd8, Yosys 0.63+post, stock flow scripts
make -C /OpenROAD-flow-scripts/flow DESIGN_CONFIG=/design/flow/config.mk WORK_HOME=/design/flow/orfs finish

===== flow/constraint.sdc =====
current_design UART_TOP

set clk_period 2.2
set clk_io_pct 0.2

create_clock -name clk0 -period $clk_period [get_ports {RX_CLK}]
create_clock -name clk1 -period $clk_period [get_ports {TX_CLK}]

set non_clock_inputs [all_inputs -no_clocks]
set_input_delay [expr $clk_period * $clk_io_pct] -clock clk0 $non_clock_inputs
set_output_delay [expr $clk_period * $clk_io_pct] -clock clk0 [all_outputs]

===== flow/design.v =====
module UART_FSM (
input wire clk,
input wire rst,
input wire PAR_EN,
input wire [3:0]bit_cnt, 
input wire rx_in,
input wire par_err,
input wire [2:0]edge_cnt,
input wire strt_glitch,
input wire stp_err,
output reg  data_valid,
output reg  par_chk_en,
output reg  strt_chk_en,
output reg  stp_chk_en,
output reg  enable_counter,
output reg  data_sample_en,
output reg  deser_en  
);
reg [2:0] present_state,next_state;
localparam  IDLE = 3'b000;
localparam  START_BIT= 3'b001;
localparam  DATA_PROCESSING= 3'b010 ;
localparam  PARITY_BIT= 3'b011;
localparam  STOP_BIT= 3'b100;
localparam  DATA_VALID = 3'b101;
always @(posedge clk, negedge rst ) begin
if(!rst)
begin 
present_state <= IDLE;
next_state <= IDLE;
end 
else 
begin 
present_state <= next_state;
end 
end
always @(*)
begin 
data_valid = 1'b0;
par_chk_en = 1'b0;
strt_chk_en = 1'b0;
stp_chk_en =  1'b0;
enable_counter = 1'b1;
data_sample_en = 1'b1;
deser_en  = 1'b0;
case (present_state)
    IDLE:
    begin
    if(rx_in == 1'b1)
    begin 
    next_state = IDLE;
    enable_counter = 1'b0;
    data_sample_en = 1'b0;
    end
    else
    begin 
    next_state = START_BIT;
    strt_chk_en = 1'b1;
    deser_en  = 1'b0;
    end  
    end
    START_BIT:
    begin 
    strt_chk_en = 1'b1;
    if(bit_cnt == 1 && !strt_glitch)
    begin
    next_state = DATA_PROCESSING;
    deser_en = 1'b1;
    end 
    else if(bit_cnt == 1 && strt_glitch)
    begin 
    next_state = IDLE;
    end 
    else
    begin
    next_state = START_BIT;
    end 
    end
    DATA_PROCESSING:
    begin 
    deser_en = 1'b1;
    enable_counter = 1'b1;
    data_sample_en = 1'b1; 
    if(PAR_EN && bit_cnt == 9)
    begin
    next_state = PARITY_BIT;
    end 
    else if(!PAR_EN && bit_cnt == 9)
    begin
    next_state = STOP_BIT;
    end 
    else 
    begin 
    next_state = DATA_PROCESSING;
    end
    end 
    PARITY_BIT:
    begin 
    par_chk_en = 1'b1;
    if(bit_cnt == 10)
    begin
    next_state = STOP_BIT;
    stp_chk_en = 1'b1;
    end
    else
    begin
    next_state = PARITY_BIT;
    par_chk_en = 1'b1;
    end 
    end
    STOP_BIT:
    begin
    stp_chk_en = 1'b1;
    if((bit_cnt == 11 && ! stp_err && !par_err) || (bit_cnt == 10 && !stp_err && !PAR_EN))
    begin 
    next_state = DATA_VALID;
    end
    else if( ((bit_cnt == 10) && stp_err && !PAR_EN ) || ( (bit_cnt == 11) && (stp_err || par_err))  )
    begin 
    next_state = IDLE;
    end
    else
    begin 
    next_state = STOP_BIT;
    end 
    end
    DATA_VALID:
    begin
    data_valid = 1'b1;
    data_sample_en = 1'b0;
    enable_counter = 1'b0;
    next_state = IDLE;
    end 
    default: next_state = IDLE;
endcase
end 
endmodule
module UART_FSM_TX
(
input wire ser_done,
input wire Data_Valid,
input wire PAR_EN,
input wire clk,
input wire rst,
output reg  [1:0]mux_sel,
output reg  busy,
output reg  ser_en
);
localparam IDLE = 3'b000 ;
localparam sending_start = 3'b001;
localparam sending_data = 3'b010;
localparam sending_parity= 3'b011;
localparam sending_stop = 3'b100;
reg [2:0]present_state,next_state;
always @(posedge clk , negedge rst) begin
    if(!rst)
    begin
    present_state <= IDLE;
    end
    else
    begin 
    present_state <= next_state;
    end 
end
always@(*)
begin
mux_sel = 2'b10;
busy = 1'b0;
ser_en = 1'b0;
next_state = IDLE;
case (present_state)
    IDLE:
    begin
    if(Data_Valid == 0)
    begin
        next_state = IDLE;
    end 
    else
    begin
        next_state = sending_start;
    end
    end 
    sending_start:
    begin
      mux_sel = 2'b11;
      ser_en = 1'b1;
      busy = 1'b1;
      next_state = sending_data;
    end
    sending_data:
    begin
     if(ser_done && PAR_EN)
     begin
     next_state= sending_parity;
     busy = 1'b1;
     mux_sel = 2'b00;
     end
    else if(ser_done && !PAR_EN)
    begin
        next_state = sending_stop;
        busy = 1'b1;
        mux_sel = 2'b10;
    end
     else
     begin
    mux_sel = 2'b01;
    ser_en = 1'b1;
    busy = 1'b1;
    next_state = sending_data;
     end
    end
    sending_parity:
    begin
    mux_sel = 2'b10;
    ser_en = 1'b0;
    busy = 1'b1;
    next_state = sending_stop;
    end
   sending_stop:
   begin
   mux_sel = 2'b10;
   busy = 1'b1;
   ser_en = 1'b0;
   next_state = IDLE;
   end
endcase
end 
endmodule
module UART_RX_TOP(
input wire rx_in,
input wire clk,
input wire rst,
input wire [4:0]pre_scale,
input wire PAR_EN,
input wire PAR_TYP,
output wire PAR_ERR,
output wire STP_ERR,
output wire [7:0]P_DATA,
output wire data_valid
);
wire [3:0]bit_cnt;
wire enable_counter;
wire [2:0]edge_cnt;
wire data_sample_en;
wire deser_en;
wire stp_err;
wire stp_chk_en;
wire strt_glitch;
wire strt_chk_en;
wire par_err;
wire par_chk_en;
wire sampled_bit;
wire [7:0]P_DATA_internal;
assign P_DATA = P_DATA_internal;
assign PAR_ERR = par_err;
assign STP_ERR = stp_err;
data_sampling DATA_SAMPLING(
.edge_cnt(edge_cnt),
.data_sample_en(data_sample_en),
.clk(clk),
.rx_in(rx_in),
.rst(rst),
.pre_scale(pre_scale),
.sampled_bit(sampled_bit)
);
parity_check PARITY_CHECK(
.PAR_TYP(PAR_TYP),
.par_chk_en(par_chk_en),
.bit_cnt(bit_cnt),
.sampled_bit(sampled_bit),
.P_DATA(P_DATA_internal),
.par_err(par_err)
);
start_check START_CHECK(
.strt_chk_en(strt_chk_en),
.sampled_bit(sampled_bit),
.strt_glitch(strt_glitch) 
);
stop_check STOP_CHECK(
.stp_chk_en(stp_chk_en),
.sampled_bit(sampled_bit),
.stp_err(stp_err) 
);
edge_bit_counter EDGE_BIT_COUNTER(
.enable(enable_counter),
.clk(clk),
.rst(rst),
.bit_cnt(bit_cnt),
.edge_cnt(edge_cnt)
);
de_serializer DE_SERIALIZER(
.deser_en(deser_en),
.clk(clk),
.rst(rst),
.edge_cnt(edge_cnt),
.sampled_bit(sampled_bit),
.P_DATA(P_DATA_internal)
);
UART_FSM UART_FSM_TOP(
.clk(clk),
.rst(rst),
.PAR_EN(PAR_EN),
.bit_cnt(bit_cnt), 
.rx_in(rx_in),
.par_err(par_err),
.edge_cnt(edge_cnt),
.strt_glitch(strt_glitch),
.stp_err(stp_err),
.data_valid(data_valid),
.par_chk_en(par_chk_en),
.strt_chk_en(strt_chk_en),
.stp_chk_en(stp_chk_en),
.enable_counter(enable_counter),
.data_sample_en(data_sample_en),
.deser_en(deser_en)  
);
endmodule
module UART_TOP
#( 
parameter DATA_WIDTH = 8,
parameter PRESCALE_WIDTH = 5    
)
(
input wire RST,
input wire TX_CLK,
input wire RX_CLK,
input wire RX_IN_S,
output wire [DATA_WIDTH-1:0] RX_OUT_P,
input wire [DATA_WIDTH-1:0] TX_IN_P,
output wire RX_OUT_V,
input wire TX_IN_V,
output wire TX_OUT_S,
output wire busy,
input wire [PRESCALE_WIDTH-1:0] prescale,
input wire parity_enable,
input wire parity_type,
output wire parity_error,
output wire framing_error
);
UART_TX UART_TX_U0(
.CLK(TX_CLK),
.RST(RST),
.DATA_VALID(TX_IN_V),
.PAR_EN(parity_enable),
.PAR_TYP(parity_type),
.P_DATA(TX_IN_P),
.TX_OUT(TX_OUT_S),
.BUSY(busy)
);
UART_RX_TOP UART_RX_U1(
.rx_in(RX_IN_S),
.clk(RX_CLK),
.rst(RST),
.pre_scale(prescale),
.PAR_EN(parity_enable),
.PAR_TYP(parity_type),
.PAR_ERR(parity_error),
.STP_ERR(framing_error),
.P_DATA(RX_OUT_P),
.data_valid(RX_OUT_V)
);
endmodule
module UART_TX(
	input  wire            CLK,
	input  wire            RST,
	input  wire            DATA_VALID,
	input  wire            PAR_EN,
	input  wire            PAR_TYP,
	input  wire    [7:0]   P_DATA,
	output wire            TX_OUT,
	output wire            BUSY
);
wire        Ser_en_int;
wire        Ser_done_int;
wire        Ser_data_int;
wire [1:0]  Mux_sel_int;
wire        par_bit_int;
assign start_bit = 1'b0;
assign stop_bit =  1'b1;
serial_tx Serializer_instance (
    .clk(CLK),
    .rst(RST),
    .Data_Valid(DATA_VALID),
    .P_DATA(P_DATA),
    .ser_en(Ser_en_int),
    .serial_data(Ser_data_int),
    .ser_done(Ser_done_int)
);	
UART_FSM_TX FSM_instance (
    .clk(CLK),
    .rst(RST),
    .PAR_EN(PAR_EN),
    .Data_Valid(DATA_VALID),
    .ser_done(Ser_done_int),
    .ser_en(Ser_en_int),
    .mux_sel(Mux_sel_int),
    .busy(BUSY)
);
parity_type Parity_Calc_instance (
    .P_DATA(P_DATA),
    .Data_Valid(DATA_VALID),
    .PAR_TYP(PAR_TYP),
    .par_bit(par_bit_int)
);
mux_4 MUX_instance (
    .mux_sel(Mux_sel_int),
    .start_bit(start_bit),
    .stop_bit(stop_bit),
    .par_bit(par_bit_int),
    .ser_data(Ser_data_int),
    .TX_OUT(TX_OUT)
);
endmodule
module data_sampling(
input wire [2:0]edge_cnt,
input wire data_sample_en,
input wire clk,
input wire rx_in,
input wire rst,
input wire [4:0]pre_scale,
output reg sampled_bit
);
reg [2:0] oversampled_bits;
reg [1:0] counter;
always @(posedge clk, negedge rst ) begin
if(!rst)
begin 
oversampled_bits <= 3'b000;
end 
else 
begin 
if(data_sample_en)
begin
if(edge_cnt == 3)
begin 
oversampled_bits[0]=rx_in;
end 
else if(edge_cnt == 4)
begin
oversampled_bits[1]=rx_in;
end
else if(edge_cnt == 5)
begin 
oversampled_bits[2]=rx_in;
end
end
end
end
always @(posedge clk, negedge rst) begin
if(!rst)
        begin 
        sampled_bit <= 0;
        end
else if (data_sample_en)
begin
case (oversampled_bits)
    3'b000:
    begin
    sampled_bit <= 0;
    end
    3'b001:
    begin
    sampled_bit <= 0;
    end 
    3'b010:
    begin
    sampled_bit <= 0;
    end
    3'b011:
    begin 
    sampled_bit <= 1;
    end
    3'b100:
    begin
    sampled_bit <= 0;
    end
    3'b101:
    begin 
    sampled_bit <= 1;
    end
    3'b110:
    begin
    sampled_bit <= 1;
    end
    3'b111:
    begin
    sampled_bit <= 1;
    end
    endcase
    end
end
endmodule
module de_serializer(
input wire deser_en,
input wire clk,
input wire rst,
input wire [2:0]edge_cnt,
input wire sampled_bit,
output reg [7:0] P_DATA
);
reg [2:0] counter;
assign de_serializer_is_done = (counter == 3'b111); 
always @(posedge clk , negedge rst) begin
    if(!rst)
    begin 
    P_DATA <= 8'b0;
    counter <= 0;
    end
    else 
    begin 
    if(edge_cnt == 3'd6 &&  deser_en)
    begin 
    P_DATA[counter] <= sampled_bit;
    counter <= counter + 1'b1;
    end 
    else 
    begin 
    P_DATA <= P_DATA;
    end
    end
end
endmodule
module edge_bit_counter(
input wire enable,
input wire clk,
input wire rst,
output reg  [3:0]bit_cnt,
output reg [2:0]edge_cnt
);
assign flag_complete_cycle = (edge_cnt == 3'b111);  
always @(posedge clk , negedge rst ) begin
if(!rst)
begin 
edge_cnt <= 0;
bit_cnt <= 0;
end
else if (!flag_complete_cycle && enable)
begin 
edge_cnt <= edge_cnt + 1;
end 
else if (flag_complete_cycle && enable)
begin 
bit_cnt <= bit_cnt + 1;
edge_cnt <= 0;
end
else 
begin 
bit_cnt <= 0;
edge_cnt <= 0;
end 
end
endmodule
module mux_4(
input wire [1:0]mux_sel,
input wire start_bit,
input wire stop_bit,
input wire ser_data,
input wire par_bit,
output reg TX_OUT
);
always @(*) begin
case (mux_sel)
    2'b00:begin
        TX_OUT = par_bit;
    end 
    2'b01:begin
        TX_OUT = ser_data;
    end
    2'b10:begin
        TX_OUT = stop_bit;
    end
    2'b11:begin
        TX_OUT = start_bit;
    end
endcase
end
endmodule
module parity_check(
input wire PAR_TYP,
input wire par_chk_en,
input wire sampled_bit,
input wire [7:0]P_DATA,
input wire [3:0]bit_cnt,
output reg par_err
);
reg par_rx;
always@(*)
begin
if(PAR_TYP && par_chk_en && bit_cnt == 9)
begin 
par_rx = ~(^P_DATA);
end 
else if (!PAR_TYP && par_chk_en && bit_cnt == 9)
begin
par_rx = (^P_DATA);
end
else 
begin 
par_rx = par_rx;
end 
end
always @(*) begin
if(bit_cnt == 9)
begin 
par_err = !(par_rx == sampled_bit);
end 
else 
begin 
par_err = par_err;
end 
end
endmodule
module parity_type(
input wire [7:0] P_DATA,
input wire Data_Valid,
input wire PAR_TYP,
output reg par_bit
);
always@(*)
begin
if(PAR_TYP && Data_Valid)
begin 
par_bit = ~(^P_DATA);
end 
else
begin
par_bit = (^P_DATA);
end
end
endmodule
module serial_tx(
input wire ser_en,
input wire clk,
input wire rst,
input wire Data_Valid,
input wire [7:0]P_DATA,
output reg serial_data,
output wire ser_done
);
reg [3:0] counter;
wire counter_finish;
reg [7:0] latched_data;
assign counter_finish = (counter == 4'b1001);
assign ser_done = (counter == 4'b1001);
always @ (*)
begin
if(Data_Valid)
begin
latched_data = P_DATA;
end
else 
begin 
latched_data = latched_data;
end
end
always @(posedge clk , negedge rst) begin
if(!rst)
begin 
counter <= 0;
serial_data <= 0;
end
else if(ser_en && !counter_finish )
begin
serial_data <= latched_data[counter];
counter <= counter + 1'b1;
end
else
begin
counter <= 0;
end
end
endmodule
module start_check (
  input wire strt_chk_en,
  input wire sampled_bit,
  output wire strt_glitch 
);
assign strt_glitch = strt_chk_en ? !(sampled_bit == 1'b0) :1'b0;
endmodule
module stop_check (
  input wire stp_chk_en,
  input wire sampled_bit,
  output wire stp_err 
);
assign stp_err = stp_chk_en ? !(sampled_bit == 1'b1) :1'b0;
endmodule

===== flow/config.mk =====
export PLATFORM = sky130hd
export DESIGN_NAME = UART_TOP
export DESIGN_NICKNAME = UART_TOP
export VERILOG_FILES = /design/flow/design.v
export SDC_FILE = /design/flow/constraint.sdc
export NUM_CORES = 4
export LEC_CHECK = 1
export CORE_AREA = 10 10 80 80
export DIE_AREA = 0 0 90 90

==> impl_metrics.yaml <==
# flow metrics
status:
  status: "completed"
floorplanning:
  fp.dieH_um: 90
  die_width_um: 90
  design.die.area_mm2: 0.00810
  design.core.area_mm2: 0.00472
  initCoreUtil_pct: 16.8
  row_count: 25
  io_pins: 33
cts:
  cts_setup_buffers: 0
  htreeDepth: 1
  clockBufferDepth: 2
  cts_hold_buf: 0
  path_clk_slew_ns: 0.05
  cts_tree: "yes"
  clock-root-buffer: "clkbuf_8"
  cts-buffers-inserted: 3
final_layout:
  mostFrequentLayoutCell: "conb_1"
  final_util_pct: 22.3
  nFillCells: 520
  most-common-layout-cells: "11 x conb_1, 9 x dfrtp_1, 8 x dlxtp_1, 7 x clkdlybuf4s50_1, 6 x nor2_1"
  drive_gt1_share_pct: 16.1
  instances_no_fill: 160
  stdcell_area_mm2: 0.00105
  syn2layout_area_growth_pct: 32.9
route:
  antennaDiodeCount: 0
  ant_nets: 0
  drt-initial-drc-count: 12
  avgViaCountPerCell: 3.10
  wire_per_inst_um: 8.89
  vias: 496
  drc_errors: 0
  wl_um: 1420
  first_pass_iters: 3
pwr:
  power_frac_seq_pct: 43.9
  p_total_mw: 0.446
  comb_power_share_pct: 14.0
  power_density_mw_per_mm2: 424
  switching_share_pct: 19.6
  p_clk_share_pct: 42.2
  switchingPower_mw: 0.0876
  internal_power_mw: 0.359
  p_leak_nw: 0.529
  irDropWorstVdd_uv: 229
global_route:
  grt_pass1_vias: 563
  grt_pass1_wl_um: 2510
  antenna_found_initial: 0
  gr-total-overflow: 0
  grt_max_degree: 11
  grtUsageTotal_pct: 3.68
setup_path:
  critPathArrivalTime_ns: 1.65
  cp_data_required_time_ns: 1.76
  critPathMaxFanout: 2
  crit_path_start_kind: "primary input"
  path_class: "in2out"
  endpoint_kind: "output pin"
final_timing:
  unclocked_regs: 8
  setup_viol: 0
  setup_slack_ns: 0.112
  skew_ns: 0.00513
  rsz0062_at_grt: "no"
  maxSlewViolCount: 0
  hold_viol: 0
  untimed_endpoints: 8
placement:
  gp_congestion: 0.754
  dp_slack_ns: -0.516
  port_buffers: 14
  dp.cells: 156
  place_area_um2: 990
synthesis:
  avgSynthCellArea_um2: 10.8
  synthesis.area_um2: 792
  yosys_area_um2: 792
  synthCells: 73
  yosys_warnings: 19
  synth_flop_count: 18
  synth_cell_types: 26
  ys_cells: 73
job:
  drv_cap: 0
  openroad.warnings: 34
hold_path:
  hold_class: "reg2reg"
## critical path: stages
cell and delay (ns):
dlygate4sd2_1 0.25, xnor2_1 0.16, xnor3_1 0.45, o211ai_1 0.22, buf_2 0.13
## synthesized netlist by cell type
cell      instances  area share (%)
inv_1             3             1.4
mux2i_1           5             6.3
a31o_2            1             1.1
xor2_1            1             1.1
ha_1              2             3.2
nand2_1           3             1.4
mux4_2            1             2.8
dlxtp_1           8              15
nand2b_1          1            0.79
dfrtp_1           9              28
buf_4            11              10
xnor3_1           1             2.8
dfstp_2           1             3.3
o211ai_1          1            0.95
nand3b_1          1            0.95
nand3_1           2             1.3
a21o_1            3             2.8
and3_1            1            0.79
and2_1            1            0.79
nor2_1            6             2.8
conb_1            1            0.47
o21ai_2           1             1.1
o21ai_1           1            0.63
buf_6             1             1.4
xnor2_1           6             6.6
or4_1             1            0.95
## metrics by stage
stage	hold slack (ns)	TNS (ns)
floorplan	0.144	0
global placement	0.462	-0.507
detailed placement	0.462	-0.516
CTS	0.483	0
global route	0.506	0
finish	0.477	0
## routing by layer
metal,routed length [um],track usage [%],vias to the layer above
met4,6,0.133,0
li1,-,-,257
met1,831,5.61,215
met5,0,0,-
met3,110,1.76,2
met2,474,4.78,22
## power groups by stage
| stage | Clock, mW | Sequential (mW) | Combinational, mW |
|---|---|---|---|
| after CTS | 0.193 | 0.196 | 0.0606 |
| after global routing | 0.205 | 0.196 | 0.0695 |
| final | 0.188 | 0.196 | 0.0623 |
## layout make-up
type	count	area, um2	share of cell area [%]
Multi-Input combinational cell	50	375	35.7
Sequential cell	18	372	35.3
Timing Repair Buffer	18	165	15.7
Tap cell	67	83.8	7.97
Clock buffer	4	45.0	4.28
Inverter	3	11.3	1.07
## worst paths after layout
| check | start | cells past startpoint | to | slack [ns] |
|---|---|---|---|---|
| min in group asynchronous | RST | 1 | UART_TX_U0.Serializer_instance.counter[3] | 0.53 |
| min | UART_TX_U0.FSM_instance.present_state[4] | 1 | UART_TX_U0.FSM_instance.present_state[1] | 0.48 |
| max reg2reg | UART_TX_U0.Serializer_instance.counter[1] | 6 | UART_TX_U0.Serializer_instance.serial_data | 0.88 |
| min in group clk0 | UART_TX_U0.FSM_instance.present_state[3] | 3 | TX_OUT_S | 1.40 |
| max | TX_IN_P[5] | 5 | TX_OUT_S | 0.11 |
| min reg2reg | UART_TX_U0.FSM_instance.present_state[4] | 1 | UART_TX_U0.FSM_instance.present_state[1] | 0.48 |
| max in group clk1 | UART_TX_U0.Serializer_instance.counter[1] | 6 | UART_TX_U0.Serializer_instance.serial_data | 0.88 |
| max in group asynchronous | RST | 1 | UART_TX_U0.FSM_instance.present_state[0] | 1.33 |
## cell families (layout without fill, tap and decap cells)
kind of cell             after synthesis  count (layout)  synth area share [%]
AND-OR/OR-AND                          7               7                  6.64
XOR/XNOR                               8               8                  10.6
adder cells (fa/ha/maj)                2               2                  3.16
buffers and inverters                 15              25                  13.3
flip-flops                            10              10                  31.8
latches                                8               8                  15.2
multiplexers                           6               6                  9.16
other                                  1              11                 0.473
AND/OR/NAND/NOR                       16              16                  9.80
## registers in the layout, indices dropped and copies added, names as in the netlist
| name | cells |
|---|---|
| UART_TX_U0.FSM_instance.present_state | 5 |
| UART_TX_U0.Serializer_instance.counter | 4 |
| UART_TX_U0.Serializer_instance.latched_data | 8 |
| UART_TX_U0.Serializer_instance.serial_data | 1 |
## what timing repair did
item	in CTS	in global routing
pin swaps	3	1
gates resized	8	4
gates cloned	0	0
endpoints found under the setup margin	1	1
Power is estimated from default activity; no workload was simulated.
